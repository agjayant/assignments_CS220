`design/flow/run.sh`:
```
#!/bin/bash
# OpenROAD 26Q1-2900-gdf79404cd8, Yosys 0.63+post, stock flow scripts
make -C /OpenROAD-flow-scripts/flow DESIGN_CONFIG=/design/flow/config.mk WORK_HOME=/design/flow/orfs finish
```
`design/flow/config.mk`:
```
export PLATFORM = sky130hd
export DESIGN_NAME = four_bit_adder
export DESIGN_NICKNAME = four_bit_adder
export VERILOG_FILES = /design/flow/design.v
export SDC_FILE = /design/flow/constraint.sdc
export NUM_CORES = 4
export LEC_CHECK = 1
export CORE_AREA = 10 10 70 70
export DIE_AREA = 0 0 80 80
```
`design/flow/constraint.sdc`:
```
current_design four_bit_adder

set clk_period 1.9
set clk_io_pct 0.2

create_clock -name clk0 -period $clk_period

set non_clock_inputs [all_inputs -no_clocks]
set_input_delay [expr $clk_period * $clk_io_pct] -clock clk0 $non_clock_inputs
set_output_delay [expr $clk_period * $clk_io_pct] -clock clk0 [all_outputs]
```
`design/flow/design.v`:
```
module four_bit_adder( A , B , S , Cout );
input [3:0] A,B;
output [3:0] S;
output Cout;
wire [3:0] A,B;
reg [3:0] S;
reg Cout;
always @( A or B )
begin : ADD
	{Cout, S} = A + B ; 
end
endmodule  
```
==> run summary <==
The full implementation flow was run.

IR analysis of the VDD net gives a maximum drop of about 0.032 mV. The final timing report derives a shortest allowable period of 1.83 ns. Yosys attributes the largest share of cell area to sky130_fd_sc_hd__ha_1, sky130_fd_sc_hd__fa_1, sky130_fd_sc_hd__xnor2_1. The via count stands at 158.

Post-synthesis, Yosys gives the total cell area as about 140 um2. The fraction of final layout cells with drive strength greater than 1 stands at 41.9%. The pin slew with the least headroom to its limit stands at 0.118 ns. The layout clock buffer count stands at 0.

After the first detailed-routing iteration, the DRC count stood at 0. The count of endpoints failing hold in the final timing report stands at 0. Registers take 0 um2. The pin count of the biggest net entering global routing stands at 4.

The total wirelength of the detailed-routed design stands at approximately 580 um. Counting the warning lines in the Yosys log gives 1. Synthesis produced 16 cells. The arrival time of data at the critical path endpoint stands at 1.45 ns. In the final timing run, aggregate negative setup slack is 0 ns. The post-synthesis cell area stands at 136 um2. In this run the most critical hold path is launched from A[2]. On the critical path the largest part of the delay comes from adder cells.

The maximum clock frequency stands at approximately 550 MHz. The worst hold slack stands at 1.33 ns. The share of synthesized area occupied by flip-flops and latches stands at 0%. The flow ran to the end, and the final reports show no timing, DRC or antenna violations. Overall routing resource usage recorded by global route was around 1.8%.

The worst setup path is captured at an output port. Of the post-synthesis cell area, the dominant cell type holds 36.7%. Listed in order, past its start point the critical path passes clkdlybuf4s15_1, inv_2, fa_2, inv_1, dlygate4sd2_1. For this run the aggregate overflow at the end of global routing stands at 0.

The report lists the power per cell area as 227 nW/um2. After detailed placement, the total cell area comes to around 330 um2. The ratio of routed vias to standard cells stands at 2.05. In the Yosys stats the netlist draws on 9 distinct library cells. For this run, the script counts the antenna cells in the layout as 0. The HPWL after detailed placement stands at roughly 500 um.

The completed layout was analyzed and its total power is 79.0 uW. A synthesized cell averages 8.52 um2. The first global-routing pass estimated 910 um of wire.

Per the placement log, port buffering inserted 13 buffers. The detailed-router iteration count before antenna repair stands at 1. Tracing the worst setup path back leads to its startpoint at A[1]. The floorplan has 21 rows.

After synthesis, the most frequently instantiated cells are sky130_fd_sc_hd__ha_1, sky130_fd_sc_hd__inv_1, sky130_fd_sc_hd__xnor2_1. The share of the core filled by cells before placement stands at 3.99%. The critical path in this run is classified as in -> out.

The required arrival time at the worst endpoint stands at 1.52 ns. The design area stands at roughly 350 um2. The final timing summary puts the cycle share of the worst path at between 90% and 100%. Nets still carrying antenna violations after routing amount to 0. There are 0 flip-flops and latches.

The die span in x stands at 80 um. Checking hold timing, the worst path is listed with class in -> out. After synthesis, the design contains 16 cells according to Yosys. The core area stands at 3420 um2. According to the floorplan report, the total die area is 6400 um2. The relative max-transition margin stands at between 90 and 100%. The final max-slew violation count stands at 0.

The slowest stage of the critical path is the sky130_fd_sc_hd__fa_2 cell. The number of maximum-capacitance constraint violations stands at 0. Per the gpl log, the routability congestion estimate is 0.742. The total leakage power stands at 0.000151 uW.

The initial antenna violation count came to 0. The worst setup path is launched from an input pin. The delay contributed by the slowest stage of the critical path stands at 0.55 ns. The post-synthesis to final-layout area growth stands at 155%. Per the layout report, the design carries 397 filler cells. According to the floorplan report, the die height is 80 um. The utilization after layout stands at approximately 10%. The number of OpenROAD warnings stands at 32. Sorting the Yosys area breakdown by cell type puts at the top sky130_fd_sc_hd__ha_1.

The number of global-route vias before repair stands at 199. The final setup violation count stands at 0. The I/O pin count stands at 13.

In this run the worst path has a maximum fanout of 2. The number of buffers and inverters on the critical path stands at 4. The average detailed-routed wire length per instance stands at between 7 and 8 um. The script parses the final routing iteration and logs DRC violations as 0.
area by class of cell:
class | count | area, um2 | share of cell area [%]
Multi-Input combinational cell | 12 | 156 | 45.0
Timing Repair Buffer | 15 | 119 | 34.2
Tap cell | 46 | 57.6 | 16.5
Inverter | 4 | 15.0 | 4.32
where the power goes:
group | switching, uW | total (uW) | internal, uW
registers | 0 | 0 | 0
logic | 27.2 | 79.0 | 51.8
clock network | 0 | 0 | 0
cell families after synthesis:
kind of cell	after synthesis	synth area share (%)
xor gates and xnor gates	2	12.8
buffers and inverters	4	11.0
and+or+nand+nor	2	9.18
AOI/OAI and AO/OA	3	15.6
adders and majority gates	5	51.4
worst min-delay path: stages:
cell                            delay, ns
sky130_fd_sc_hd__dlygate4sd2_1       0.23
sky130_fd_sc_hd__ha_4                0.14
sky130_fd_sc_hd__o21ai_1             0.06
sky130_fd_sc_hd__nand2b_1            0.06
sky130_fd_sc_hd__buf_2               0.09
repair_timing:
item | 4_1_cts | 5_1_grt
pin swaps | 6 | 0
endpoints found under the setup margin | 5 | 3
hold buffers | 0 | 0
setup buffers | 1 | 0
gates resized | 26 | 3
routing by layer:
layer  vias to the layer above  global-route usage, %  routed length, um
met5                         -                      0                  0
met4                         0                      0                  0
met3                         0                   1.70                149
met2                        11                   2.73                180
met1                        65                   1.85                249
li1                         82                      -                  -
placed cells by master, fill, tap and decap left out:
cell / netlist / layout
sky130_fd_sc_hd__dlygate4sd2_1: 0 / 5
sky130_fd_sc_hd__buf_2: 0 / 4
sky130_fd_sc_hd__clkdlybuf4s50_1: 0 / 3
sky130_fd_sc_hd__inv_2: 0 / 2
sky130_fd_sc_hd__inv_1: 4 / 2
sky130_fd_sc_hd__ha_4: 0 / 2
sky130_fd_sc_hd__ha_1: 4 / 2
sky130_fd_sc_hd__buf_4: 0 / 2
sky130_fd_sc_hd__nor2b_1: 1 / 1
sky130_fd_sc_hd__o21ai_1: 0 / 1
sky130_fd_sc_hd__nand2b_1: 1 / 1
sky130_fd_sc_hd__a21o_1: 1 / 1
sky130_fd_sc_hd__a21oi_2: 1 / 1
sky130_fd_sc_hd__xnor2_1: 2 / 1
sky130_fd_sc_hd__xnor2_2: 0 / 1
sky130_fd_sc_hd__fa_2: 0 / 1
sky130_fd_sc_hd__clkdlybuf4s15_1: 0 / 1
path summary, 6_finish.rpt:
path | cells after the start | endpoint | slack (ns)
worst min-delay path | 5 | Cout | 1.33
worst max-delay path | 5 | S[1] | 0.07
per-stage QoR:
stage                     instances  setup WS (ns)
final                            77         0.0696
after global routing             77       -0.00567
after CTS                        77         0.0328
after detailed placement         76         -0.721
after global placement           76         -0.732
after floorplan                  16          0.349
No activity file was given, so power comes from the tool's default toggle rates.
