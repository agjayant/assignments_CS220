==> ./design.v <==
module sorter (
clock ,  
reset ,  
input_weight ,  
grp1 , grp2, grp3, grp4, grp5 , grp6,  
cur_grp  
);  
input clock ;
input reset ;
input [11:0] input_weight ;
output [7:0] grp1;
output [7:0] grp2;
output [7:0] grp3;
output [7:0] grp4;
output [7:0] grp5;
output [7:0] grp6;
output [2:0] cur_grp;
wire clock ;
wire reset ;
wire [11:0] input_weight ;
reg [7:0] grp1 ;
reg [7:0] grp2 ;
reg [7:0] grp3 ;
reg [7:0] grp4 ;
reg [7:0] grp5 ;
reg [7:0] grp6 ;
reg [2:0] cur_grp;
reg flag ;     
reg i;  
reg [11:0] prev_weight;  
always @ (negedge clock)
begin : SORT  
  if (reset == 1'b1) begin
        grp1=0;
	grp2=0;
	grp3=0;
	grp4=0;
	grp5=0;
	grp6=0;
	flag = 1;
        cur_grp = 0 ; 
	prev_weight = 0;
  end 
  else if (input_weight == 0) begin
        flag = 1 ; 
        cur_grp = 0;
	prev_weight = 0;
  end 
  else begin
	 prev_weight = prev_weight + input_weight;
		  if (prev_weight >= 1 && prev_weight <= 200 ) begin 
			  cur_grp = 1;
			  if (flag == 1) begin
				  grp1 = grp1 + 1;
				  flag = 0;
			  end				 
		  end
		  else if (prev_weight > 200 && prev_weight < 501 ) begin 
			  cur_grp = 2;
			  if (flag == 1) begin
				  grp2 = grp2 + 1;
				  flag = 0;
			  end		
		  end
		  else if (prev_weight > 500 && prev_weight < 801 ) begin 
			  cur_grp = 3;
			  if (flag == 1) begin
				  grp3 = grp3 + 1;
				  flag = 0;
			  end		
		  end
		  else if (prev_weight > 800 && prev_weight < 1001 ) begin 
			  cur_grp = 4;
			  if (flag == 1) begin
				  grp4 = grp4 + 1;
				  flag = 0;
			  end		
		  end
		  else if (prev_weight > 1000 && prev_weight < 2001 ) begin 
			  cur_grp = 5;
			  if (flag == 1) begin
				  grp5 = grp5 + 1;
				  flag = 0;
			  end		
		  end
		  else begin
			  cur_grp = 6;
			  if (flag == 1) begin
				  grp6 = grp6 + 1;
				  flag = 0;
			  end		
		  end
  end 
end  
endmodule
==> ./run.sh <==
#!/bin/bash
# OpenROAD 26Q1-2900-gdf79404cd8, Yosys 0.63+post, stock flow scripts
make -C /OpenROAD-flow-scripts/flow DESIGN_CONFIG=/design/flow/config.mk WORK_HOME=/design/flow/orfs finish
==> ./config.mk <==
export PLATFORM = sky130hd
export DESIGN_NAME = sorter
export DESIGN_NICKNAME = sorter
export VERILOG_FILES = /design/flow/design.v
export SDC_FILE = /design/flow/constraint.sdc
export NUM_CORES = 4
export LEC_CHECK = 1
export CORE_UTILIZATION = 50
==> ./constraint.sdc <==
current_design sorter

set clk_period 9.0
set clk_io_pct 0.2

create_clock -name clk0 -period $clk_period [get_ports {clock}]

set non_clock_inputs [all_inputs -no_clocks]
set_input_delay [expr $clk_period * $clk_io_pct] -clock clk0 $non_clock_inputs
set_output_delay [expr $clk_period * $clk_io_pct] -clock clk0 [all_outputs]
==> flow_summary.toml <==
# generated from flow reports
[clocking]
clk_latency_ns = 0.41
cts_made_buffers = 9
cts.htree.levels = 3
clock_path_buffers = 2
root_buffer = "clkbuf_8"
cts_tree = "yes"
clkTransAtPathRegs_ns = 0.04
cts.sinks = 64
holdBufCountCts = 0

[detailed_routing]
vias_per_cell = 5.38
first_pass_iters = 5
detail-route-antenna-nets = 0
wl_per_cell_um = 14.6
vias = 4026
routed_wl_um = 11000
drc_errors = 0
first_iter_violations = 218
n_antenna_cell = 0

[cells_and_area]
combGateArea_mm2 = 0.00268
ff_latch_area_mm2 = 0.00128
area_growth_pct = 66.6
fin_util_pct = 87.6
fillers = 349
drive_gt1_share_pct = 30.5
final_area_mm2 = 0.00605

[worst_setup_path]
path_buffers = 2
startpoint_type = "input pin"
crit_arrival_ns = 4.92
crit_type = "in -> reg"
cpMaxStageDelayCell = "or4_4"
slowest_delay_ns = 0.52
endpoint_kind = "register"
worstPathCellList = "clkdlybuf4s50_1, ha_4, and3_2, a2111oi_0, a221o_2, or2_4, or4_4, a211oi_2, buf_4, and4_4, xnor2_2, nor2_1"
path_max_fanout = 7
required_ns = 4.77
critPathTopFamily = "simple AND/OR/NAND/NOR gates"

[sta]
tns_ns = -1.46
final_hold_viol_count = 0
relSlewSlack_pct = 64.8
tightest_slew_ns = 0.526
postLayoutSetupSlackWorst_ns = -0.151
clock_skew_ns = 0.0382
rsz0062_at_grt = "true"
report.final.slew_viol_count = 0
setup_viol = 26

[place]
globalplace.congestion = 0.938
dpl_cell_area_mm2 = 0.00499
port_buffers = 64
dp_hpwl_um = 6580
place_worst_setup_slack_ns = -0.982

[global_routing]
grt.total_usage_pct = 28.5
grt_pass1_wl_um = 16800
grt_antenna_before_repair = 0
first_global_vias = 3862
grt_max_degree = 30
grt-ovfl-total = 0

[flow_run]
warnings = 93
maxCapViolCount = 0

[floorplan]
fp.coreArea_mm2 = 0.00691
die-area_mm2 = 0.00761
initial_utilization_pct = 52.6
pin_count = 65
row_count = 30
die_w_um = 87.2
die_y_um = 87.2

[worst_hold_path]
hold_class = "reg -> reg"

[synthesis]
ys_cells = 423
async_reset_ff_share_pct = 0
synth_cells = 423
synth_area_mm2 = 0.00363
yosysWarnings = 1
synth_seq_share_pct = 35.3
yosysUniqueCellTypes = 62
synth-edff-count = 0
ys_chip_area_mm2 = 0.00363
dominantRegCellSynth = "dfxtp_1"
synth_flop_count = 64
post_synth.cell_area_avg_um2 = 8.58

[status]
outcome = "finished with violations"
violations = "setup timing"

[power_and_ir_drop]
p_leak_nw = 2.64
power.density_mw_per_mm2 = 304
ir_worst_vdd_v = 0.000184
report_power, final:
part | internal (W) | switching, W
Combinational | 0.000560 | 0.000494
Clock | 0.000225 | 0.000213
Sequential | 0.000322 | 0.0000271
synth_stat cells, types with 3 or more instances:
cell,count,area (um^2)
a21o_1,7,52.6
a21oi_1,19,95.1
a2bb2oi_1,3,26.3
and2_1,7,43.8
and3_1,10,62.6
buf_2,3,15.0
clkbuf_1,9,33.8
dfxtp_1,64,1280
ha_1,17,213
inv_1,12,45.0
mux2_2,4,45.0
mux2i_1,7,70.1
nand2_1,23,86.3
nand2b_1,5,31.3
nand3_1,21,105
nand4_1,10,62.6
nor2_1,59,221
nor2b_1,12,75.1
nor3_1,15,75.1
nor4_1,11,68.8
o2111ai_1,3,26.3
o211a_1,3,30.0
o21ai_0,14,70.1
or3_1,9,56.3
xnor2_1,22,193
xor2_1,10,87.6
kinds of logic (layout without fill, tap and decap cells):
group	Yosys count	count (layout)	share of synthesized area [%]
AND-OR/OR-AND	75	75	15.6
XOR/XNOR	32	32	7.72
adder cells (fa/ha/maj)	18	18	6.41
buffers and inverters	27	256	3.41
flip-flops	64	64	35.3
multiplexers	13	13	3.89
AND/OR/NAND/NOR	194	194	27.6
stage by stage:
stage	power, W	hold WS, ns	cells
2_1_floorplan	0.000812	0.454	423
3_3_place_gp	0.00117	0.474	650
3_5_place_dp	0.00117	0.494	650
4_1_cts	0.00175	0.500	745
5_1_grt	0.00197	0.521	748
6_report	0.00184	0.488	748
layer usage:
| layer | vias to the layer above | part of all wire, % | track usage [%] |
|---|---|---|---|
| met1 | 1898 | 49 | 41.5 |
| li1 | 1969 | - | - |
| met3 | 23 | 5.7 | 9.42 |
| met2 | 136 | 43 | 40.9 |
| met5 | - | 0 | 0 |
| met4 | 0 | 1.9 | 9.84 |
sequential cells by signal, indices dropped and copies added, names as in the netlist:
name	cells
flag	1
grp3	8
cur_grp	3
prev_weight	12
grp5	8
grp6	8
grp4	8
grp2	8
grp1	8
placed cells by master (no fill, tap or decap), types with 4 or more instances in the layout:
cell,instances
a21o_1,7
nor4_1,5
nor2_2,4
inv_1,75
xor2_1,8
nand4_1,10
clkbuf_8,9
nor3_1,9
ha_4,7
nor2b_1,11
nand2_1,23
nand3_1,18
and3_1,6
nor3_2,5
buf_6,9
dlygate4sd2_1,5
mux2i_1,7
nor2_1,54
or3_1,7
a21oi_1,16
nand2b_1,5
nor4_2,4
and3_4,5
xnor2_1,20
ha_1,9
o21ai_1,6
buf_4,91
mux2_2,4
clkdlybuf4s50_1,56
o21ai_0,8
dfxtp_1,64
and2_1,7
repair_timing:
item / CTS / global route
endpoints found under the setup margin: 51 / 41
setup buffers: 16 / 5
pin swaps: 28 / 35
cloned: 1 / 0
gates resized: 62 / 30
final timing paths:
kind / from / endpoint / slack, ns / depth (start not counted)
min: grp6[7]$_SDFFE_NP0P_ / grp6[7]$_SDFFE_NP0P_ / 0.49 / 2
max reg2reg: prev_weight[0]$_SDFF_NP0_ / grp5[4]$_SDFFE_NP0P_ / 5.54 / 14
max: input_weight[8] / grp5[4]$_SDFFE_NP0P_ / -0.15 / 12
min reg2reg: grp6[7]$_SDFFE_NP0P_ / grp6[7]$_SDFFE_NP0P_ / 0.49 / 2
worst min-delay path: cells and delay by family, from the launching register on:
kind           cells  cell delay [ns]
AND-OR/OR-AND      2             0.13
flip-flops         1             0.30
final cells by class:
class                           count  area share [%]
Clock buffer                        9            2.05
Clock inverter                     71            6.04
Inverter                           11           0.683
Multi-Input combinational cell    332            44.4
Sequential cell                    64            21.2
Tap cell                           96            1.99
Timing Repair Buffer              165            23.7
No activity file was given, so power comes from the tool's default toggle rates.
